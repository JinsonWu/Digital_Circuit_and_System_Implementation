==> design/flow/config.mk <==
export PLATFORM = sky130hd
export DESIGN_NAME = B2BCD
export DESIGN_NICKNAME = B2BCD
export VERILOG_FILES = /design/flow/design.v
export SDC_FILE = /design/flow/constraint.sdc
export NUM_CORES = 4
export LEC_CHECK = 1
export CORE_UTILIZATION = 40
==> design/flow/constraint.sdc <==
current_design B2BCD

set clk_period 6.4
set clk_io_pct 0.2

create_clock -name clk0 -period $clk_period [get_ports {clk}]

set non_clock_inputs [all_inputs -no_clocks]
set_input_delay [expr $clk_period * $clk_io_pct] -clock clk0 $non_clock_inputs
set_output_delay [expr $clk_period * $clk_io_pct] -clock clk0 [all_outputs]
==> design/flow/design.v <==
module B2BCD(
  clk,
  rst_n,
  in_valid,
  in_data,
  out_valid,
  seg_100,
  seg_10,
  seg_1
);
input clk,rst_n,in_valid;
input  [3:0]in_data;
output logic [6:0] seg_100,seg_10,seg_1;
output logic out_valid;
logic [3:0] a,ar,b,br,c,cr,d,dr;
logic [2:0] next,state,cnt;
logic [3:0] a_1,b_1,c_1,d_1,b_2,c_2;
logic [3:0] a_3,b_3,c_3,d_3,b_4,c_4;
logic [3:0] out_a,out_b,out_c,out_d;
logic [2:0] com;
logic [6:0] mul_1,mul_1r,mul_2,mul_2r;
logic [7:0] num;
logic [3:0] units,tens,hundred;
logic [19:0] numr_shift;
parameter   idle = 3'b000,
            sort = 3'b001,
            mul = 3'b010,
            store = 3'b011,
            shift = 3'b100,
            add = 3'b101,
            out = 3'b110;
parameter   num_0 = 7'b1111110,
            num_1 = 7'b0110000,
            num_2 = 7'b1101101,
            num_3 = 7'b1111001,
            num_4 = 7'b0110011,
            num_5 = 7'b1011011,
            num_6 = 7'b1011111,
            num_7 = 7'b1110000,
            num_8 = 7'b1111111,
            num_9 = 7'b1111011;
always_comb begin
  next ='bx;
  case (state)
    idle : next = sort;
    sort : begin
            if(com == 6)
              next = mul;
            else
              next = sort;
          end
    mul : next = store;
    store : next = shift;
    shift : begin
              if(cnt == 7)
                next = out;
              else 
                next = add;
            end
    add : next = shift;
    out : next = idle;
    default : next = idle;
  endcase  
end
always_ff @ (posedge clk or negedge rst_n)begin
  if(!rst_n)begin
    ar <= 0;
    br <= 0;
    cr <= 0;
    dr <= 0;
    a <= 0;
    b <= 0;
    c <= 0;
    d <= 0;
    cnt <= 0;
    mul_1r <= 0;
    mul_2r <= 0;
    numr_shift <= 0;
    hundred <= 0;
    tens <= 0;
    units <= 0;
    com <= 0;
    seg_100 <= 0;
    seg_10 <= 0;
    seg_1 <= 0;
    state <= idle;
    out_valid <= 0;
  end
  else begin
    state <= next;
    case(state)
      idle : begin
                seg_100 <= 0;
                seg_10 <= 0;
                seg_1 <= 0;
                out_valid <= 0;
                numr_shift <= 0;
                com <= 0;
            end
      sort : begin
              if(in_valid)begin
                a <= in_data;
                b <= a;
                c <= b;
                d <= c;
              end
              else begin
				ar <= a_1;
				br <= b_2;
				cr <= c_2;
				dr <= d_1;
				out_a <= a_3;
				out_b <= b_4;
				out_c <= c_4;
				out_d <= d_3;
              end
			  com <= com + 1;
            end
      mul : begin
              mul_1r <= mul_1;
              mul_2r <= mul_2;
            end
      store : numr_shift[7:0] <= num;
      shift : begin
                numr_shift <= numr_shift << 1;
                if (cnt == 7)
                  cnt <= 0;
                else 
                  cnt <= cnt + 1;
              end
      add : begin
              if(numr_shift[11:8] > 4 && numr_shift[15:12] > 4)
                numr_shift[19:8] <= numr_shift[19:8] + 51;
              else if (numr_shift[11:8] > 4)
                numr_shift[19:8] <= numr_shift[19:8] + 3;
              else if (numr_shift[15:12] >4) 
                numr_shift[19:12] <= numr_shift[19:12] + 3;
              else
                numr_shift <= numr_shift;
            end
      out : begin
              out_valid <= 1;
              case(numr_shift[19:16])
                0 : seg_100 <= num_0;
                1 : seg_100 <= num_1;
                2 : seg_100 <= num_2;
                3 : seg_100 <= num_3;
                4 : seg_100 <= num_4;
                5 : seg_100 <= num_5;
                6 : seg_100 <= num_6;
                7 : seg_100 <= num_7;
                8 : seg_100 <= num_8;
                9 : seg_100 <= num_9;
              endcase
              case(numr_shift[15:12])
                0 : seg_10 <= num_0;
                1 : seg_10 <= num_1;
                2 : seg_10 <= num_2;
                3 : seg_10 <= num_3;
                4 : seg_10 <= num_4;
                5 : seg_10 <= num_5;
                6 : seg_10 <= num_6;
                7 : seg_10 <= num_7;
                8 : seg_10 <= num_8;
                9 : seg_10 <= num_9;
              endcase
              case(numr_shift[11:8])
                0 : seg_1 <= num_0;
                1 : seg_1 <= num_1;
                2 : seg_1 <= num_2;
                3 : seg_1 <= num_3;
                4 : seg_1 <= num_4;
                5 : seg_1 <= num_5;
                6 : seg_1 <= num_6;
                7 : seg_1 <= num_7;
                8 : seg_1 <= num_8;
                9 : seg_1 <= num_9;
              endcase
            end
    endcase 
  end
end
always_comb begin
	if(a > b)begin
		a_1 = a;
		b_1 = b;
	end
	else begin
		a_1 = b;
		b_1 = a;
	end
end
always_comb begin
	if(c > d)begin
		c_1 = c;
		d_1 = d;
	end
	else begin
		c_1 = d;
		d_1 = c;
	end
end
always_comb begin
	if(b_1 > c_1)begin
		b_2 = b_1;
		c_2 = c_1;
	end
	else begin
		b_2 = c_1;
		c_2 = b_1;
	end
end
always_comb begin
	if(ar > br)begin
		a_3 = ar;
		b_3 = br;
	end
	else begin
		a_3 = br;
		b_3 = ar;
	end
end
always_comb begin
	if(cr > dr)begin
		c_3 = cr;
		d_3 = dr;
	end
	else begin
		c_3 = dr;
		d_3 = cr;
	end
end
always_comb begin
	if(b_3 > c_3) begin
		b_4 = b_3;
		c_4 = c_3;
	end
	else begin
		b_4 = c_3;
		c_4 = b_3;
	end
end
always_comb begin
  mul_1 = out_a + out_c*10;
  mul_2 = out_b + out_d*10;
end
always_comb begin
  num = mul_1r * mul_2r;
end
endmodule
==> design/flow/run.sh <==
#!/bin/bash
# OpenROAD 26Q1-2900-gdf79404cd8, Yosys 0.63+post, stock flow scripts
make -C /OpenROAD-flow-scripts/flow DESIGN_CONFIG=/design/flow/config.mk WORK_HOME=/design/flow/orfs finish
==> flow_results.xml <==
<?xml version="1.0" encoding="UTF-8"?>
<metrics>
  <group name="clock_network">
    <metric name="cts_root_buf" unit="">sky130_fd_sc_hd__clkbuf_16</metric>
    <metric name="clock_tree.buffer_depth" unit="">2</metric>
    <metric name="clock_pin_slew_reported_for_the_worst_setup_and_hold_paths_after_clock_tree_synthesis" unit="ps">50</metric>
    <metric name="htreeDepth" unit="">4</metric>
    <metric name="cts_post_setup_buffers_inserted" unit="">0</metric>
    <metric name="numCtsBuffers" unit="">17</metric>
    <metric name="cts_tree" unit="">done</metric>
    <metric name="ctsHoldBuffers" unit="">0</metric>
    <metric name="cts.sink_count" unit="">117</metric>
    <metric name="ctsResizeCount" unit="">0</metric>
    <metric name="clk-insertion-delay-late" unit="ps">410</metric>
  </group>
  <group name="timing">
    <metric name="maxSlewHeadroom" unit="%">42.6</metric>
    <metric name="unrepaired_setup_endpoints_after_global_routing" unit="">no</metric>
    <metric name="finalClockSkew" unit="ps">11.0</metric>
    <metric name="final_min_period_over_clock_period" unit="%">61.8</metric>
    <metric name="tightestPinTransition" unit="ps">861</metric>
    <metric name="period_minus_slack" unit="ps">3960</metric>
    <metric name="fmax" unit="MHz">253</metric>
    <metric name="final-max-slew-violation-count" unit="">0</metric>
    <metric name="timing.setup.tns" unit="ps">0</metric>
    <metric name="final-hold-violation-count" unit="">0</metric>
    <metric name="setup_violations" unit="">0</metric>
  </group>
  <group name="pwr">
    <metric name="ir_drop" unit="mV">0.188</metric>
    <metric name="p_total" unit="mW">1.63</metric>
    <metric name="p_per_area" unit="mW/mm^2">192</metric>
    <metric name="cellLeakagePower" unit="nW">4.03</metric>
  </group>
  <group name="floorplanning">
    <metric name="dieArea" unit="mm^2">0.0193</metric>
    <metric name="row_count" unit="">49</metric>
    <metric name="boundaryPins" unit="">29</metric>
    <metric name="core_region_area" unit="mm^2">0.0181</metric>
    <metric name="initial_utilization" unit="%">41.3</metric>
    <metric name="die_w" unit="um">139</metric>
    <metric name="die_height" unit="um">139</metric>
  </group>
  <group name="critical_path">
    <metric name="critical_path.startpoint_type" unit="">flop</metric>
    <metric name="critical-path-top-cell-by-count" unit="">sky130_fd_sc_hd__fa_1</metric>
    <metric name="cp-end-kind" unit="">flop</metric>
    <metric name="slowest_delay" unit="ps">540</metric>
    <metric name="cp_slowest_cell" unit="">sky130_fd_sc_hd__fa_1</metric>
    <metric name="crit_fanout" unit="">8</metric>
    <metric name="critPathArrivalTime" unit="ps">4240</metric>
    <metric name="required" unit="ps">6680</metric>
    <metric name="worstPathCellList" unit="">nand2_1, fa_1, inv_1, fa_1, fa_1, fa_1, xnor2_1, xnor2_1, xnor3_1, xor2_1, a221o_1</metric>
    <metric name="criticalPathCategory" unit="">flop to flop</metric>
  </group>
  <group name="logic_synthesis">
    <metric name="synth-compound-area-share" unit="%">16.1</metric>
    <metric name="synth.lib_cells_used.distinct" unit="">56</metric>
    <metric name="ys_dominant_reg_cell" unit="">sky130_fd_sc_hd__dfrtp_1</metric>
    <metric name="synth_chip_area" unit="mm^2">0.00750</metric>
    <metric name="post_synth_and_or_nand_nor_area_fraction" unit="%">11.8</metric>
    <metric name="edf_count" unit="">16</metric>
    <metric name="netlist_top_cells_area" unit="">sky130_fd_sc_hd__dfrtp_1 33%, sky130_fd_sc_hd__ha_1 10%, sky130_fd_sc_hd__edfxtp_1 6.4%</metric>
    <metric name="synth.cellmix.adderShare" unit="%">14.6</metric>
    <metric name="prevailing_logic_family_in_the_synthesized_netlist" unit="">AND-OR/OR-AND gates</metric>
    <metric name="avg_inst_size_synth" unit="um^2">9.93</metric>
    <metric name="ys_sh_xor" unit="%">3.34</metric>
    <metric name="synth_async_sr_flop_share" unit="%">86.3</metric>
    <metric name="top_area_cell" unit="">sky130_fd_sc_hd__dfrtp_1</metric>
    <metric name="muxShareOfSynthArea" unit="%">9.15</metric>
    <metric name="cell_count_listed_in_synth_stat_txt" unit="">756</metric>
    <metric name="synth_cells" unit="">756</metric>
    <metric name="synth.ff_latch_count" unit="">117</metric>
    <metric name="yosysTopAreaCellShare" unit="%">33.4</metric>
    <metric name="mappedNetlistArea" unit="mm^2">0.00750</metric>
    <metric name="ys_warn_count" unit="">1</metric>
    <metric name="ys_seq_share" unit="%">40.1</metric>
  </group>
  <group name="layout">
    <metric name="n_fill_cell" unit="">1631</metric>
    <metric name="area_delta_synth_final" unit="%">13.0</metric>
    <metric name="drive_gt1_share" unit="%">9.37</metric>
    <metric name="final_cell_area" unit="mm^2">0.00848</metric>
  </group>
  <group name="drt">
    <metric name="vias" unit="">5435</metric>
    <metric name="routed_wirelength" unit="um">14600</metric>
    <metric name="dr.first_iter.drc_count" unit="">270</metric>
    <metric name="antenna_cells_inserted" unit="">0</metric>
    <metric name="drt.antenna.violating_nets" unit="">0</metric>
    <metric name="drt_pass1_iterations" unit="">5</metric>
    <metric name="remaining_drc_errors" unit="">0</metric>
    <metric name="wl_per_cell" unit="um">14.5</metric>
    <metric name="route.detailed.vias_per_inst" unit="">5.39</metric>
  </group>
  <group name="placement">
    <metric name="dpl_cell_area" unit="mm^2">0.00795</metric>
    <metric name="gp_routability_congestion" unit="">0.851</metric>
    <metric name="port_buffers" unit="">28</metric>
    <metric name="dp_hpwl" unit="um">10400</metric>
  </group>
  <group name="global_routing">
    <metric name="grt_first_pass_wirelength" unit="um">25600</metric>
    <metric name="grt_max_degree" unit="">54</metric>
    <metric name="total_congestion_overflow" unit="">0</metric>
    <metric name="grt_pass1_vias" unit="">5304</metric>
    <metric name="grt_antenna_before_repair" unit="">0</metric>
    <metric name="grt_usage" unit="%">16.5</metric>
  </group>
  <group name="flow_run">
    <metric name="tool_warnings" unit="">32</metric>
    <metric name="max-cap-violations" unit="">0</metric>
  </group>
  <group name="min_path">
    <metric name="hold_path_class" unit="">flop to flop</metric>
  </group>
  <group name="run_status">
    <metric name="run_status" unit="">finished, final reports clean</metric>
  </group>
</metrics>
-- report_power, final --
group / total [mW] / switching, mW / leakage, nW / internal (mW)
Sequential: 0.754 / 0 / 1.59 / 0.754
Clock: 0.859 / 0.302 / 0.267 / 0.556
Combinational: 0.0163 / 0.0128 / 2.17 / 0.00355
Total: 1.63 / 0.315 / 4.03 / 1.31
-- routing by layer --
metal / global-route usage, % / wire length (um)
met4: 1.87 / 114
met5: 0 / 0
met1: 26.6 / 7170
met2: 25.4 / 6810
met3: 2.64 / 480
-- final timing paths --
| path | start | to | slack [ps] | cells after the start |
|---|---|---|---|---|
| max in group asynchronous | rst_n | mul_1r[6] | 4410 | 2 |
| setup / recovery | mul_1r[0] | numr_shift[7] | 2440 | 11 |
| hold reg to reg | out_b[0] | mul_2r[0] | 480 | 1 |
| min in group asynchronous | rst_n | state[1] | 910 | 1 |
| setup reg to reg | mul_1r[0] | numr_shift[7] | 2440 | 11 |
| hold / removal | out_b[0] | mul_2r[0] | 480 | 1 |
-- cell families (layout without fill, tap and decap cells) --
| family | after synthesis | count (layout) |
|---|---|---|
| and+or+nand+nor | 189 | 189 |
| AOI/OAI and AO/OA | 184 | 184 |
| DFF | 117 | 117 |
| buffers and inverters | 96 | 119 |
| adders and majority gates | 78 | 78 |
| muxes | 65 | 65 |
| xor gates and xnor gates | 27 | 27 |
-- synthesized netlist by cell type (5+ instances only) --
cell,instances
sky130_fd_sc_hd__a21oi_1,38
sky130_fd_sc_hd__a221oi_1,5
sky130_fd_sc_hd__a31o_2,6
sky130_fd_sc_hd__and2_1,16
sky130_fd_sc_hd__and3_1,5
sky130_fd_sc_hd__buf_2,5
sky130_fd_sc_hd__clkbuf_1,31
sky130_fd_sc_hd__dfrtp_1,100
sky130_fd_sc_hd__edfxtp_1,16
sky130_fd_sc_hd__fa_1,16
sky130_fd_sc_hd__ha_1,62
sky130_fd_sc_hd__inv_1,57
sky130_fd_sc_hd__mux2_2,29
sky130_fd_sc_hd__mux2i_1,36
sky130_fd_sc_hd__nand2_1,68
sky130_fd_sc_hd__nand2b_1,8
sky130_fd_sc_hd__nand3_1,16
sky130_fd_sc_hd__nand4_1,6
sky130_fd_sc_hd__nor2_1,38
sky130_fd_sc_hd__nor2b_1,10
sky130_fd_sc_hd__nor3_1,11
sky130_fd_sc_hd__nor4_1,5
sky130_fd_sc_hd__o21a_1,13
sky130_fd_sc_hd__o21ai_0,57
sky130_fd_sc_hd__o221ai_1,10
sky130_fd_sc_hd__o22ai_1,5
sky130_fd_sc_hd__xnor2_1,20
sky130_fd_sc_hd__xor2_1,6
-- state kept, by name, indices dropped and copies added, names as in the netlist, 7 cells and up --
| signal | cells |
|---|---|
| seg_10 | 7 |
| numr_shift | 20 |
| mul_2r | 7 |
| seg_100 | 7 |
| seg_1 | 7 |
| state | 7 |
| mul_1r | 7 |
-- cell usage in the layout (no fill, tap or decap), drive strengths merged, types with 4 or more instances in the layout --
cell	Yosys	routed
a221oi	5	5
ha	62	62
nand4	6	6
clkdlybuf4s50	0	27
nor2	38	38
fa	16	16
o21a	13	13
a21boi	4	4
a21o	4	4
edfxtp	16	16
a32o	4	4
and2	16	16
a21oi	38	38
dfrtp	100	100
o31ai	4	4
clkinv	0	4
o221ai	10	10
and3	5	5
xnor2	20	20
nand3	16	16
nand2b	8	8
buf	8	5
clkbuf	31	25
inv	57	57
a31o	6	6
nor3	11	11
o21ai	60	60
nor2b	11	11
nor4	5	5
a221o	4	4
xor2	6	6
nand2	68	68
mux2	29	29
o22ai	5	5
mux2i	36	36
-- worst max-delay path, delay by kind of cell (launching register included) --
| family | cells | cell delay [ps] |
|---|---|---|
| AND/OR/NAND/NOR | 1 | 110 |
| buffers and inverters | 1 | 50 |
| adder cells (fa/ha/maj) | 4 | 2010 |
| AND-OR/OR-AND | 1 | 290 |
| XOR/XNOR | 4 | 930 |
| flip-flops | 1 | 460 |
-- final cells by class --
class / instances / area, um^2 / share of cell area, %
clock buffer: 25 / 485 / 5.72
clock inverter: 5 / 50.0 / 0.590
inverter: 57 / 214 / 2.52
multi-input combinational: 543 / 4130 / 48.7
sequential: 117 / 3010 / 35.5
tap: 229 / 287 / 3.38
timing repair buffer: 32 / 308 / 3.63
-- through the flow --
step / std cells / setup WS [ps] / utilization (%) / hold slack, ps
3_3_place_gp: 978 / 2450 / 43.8 / 464
6_report: 1008 / 2440 / 46.7 / 478
4_1_cts: 1008 / 2400 / 46.7 / 488
5_1_grt: 1008 / 2240 / 46.7 / 505
3_5_place_dp: 978 / 2400 / 43.8 / 470
2_1_floorplan: 756 / 2640 / - / 352
No activity file was given, so power comes from the tool's default toggle rates.
