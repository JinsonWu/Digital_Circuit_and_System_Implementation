**flow/design.v**
```verilog
module adv_pipe(
	clk,
	rst_n,
    in_valid,
    in_1,
    in_2,
    in_3,
	out_valid,
	out
);
input clk,rst_n,in_valid;
input [30:0] in_1,in_2;
input [31:0] in_3;
output logic [63:0] out;
output logic out_valid;
logic valid1,valid2,valid3,valid4,valid5;
logic [30:0] in1r,in2r;
logic [31:0] m1,m2,m4,add,in3r,m2r;
logic [32:0] m3; 
logic [16:0] m3r;
logic [15:0] a,ar,arr,arrr,b,br,brr,brrr,c,cr,crr,crrr,d,dr,drr,drrr,out1,out1r,out1rr,out2,out2r,m1r;
always_ff @ (posedge clk or negedge rst_n)begin
	if(~rst_n)begin
		valid1 <= 0;
		in1r <= 0;
		in2r <= 0;
		in3r <= 0;
	end
	else begin
		valid1 <= in_valid;
		in1r <= in_1;
		in2r <= in_2;
		in3r <= in_3;
	end
end
always_comb begin
	add = in1r + in2r;
end
always_ff @ (posedge clk or negedge rst_n)begin	
	if(~rst_n)begin
		valid2 <= 0;
		a <= 0;
		b <= 0;
		c <= 0;
		d <= 0;
	end
	else begin
		a <= in3r[31:16];
		b <= in3r[15:0];
		c <= add [31:16];
		d <= add [15:0];
		valid2 <= valid1;
	end
end
always_comb begin	
	m1 = (b * d);
end
always_ff @ (posedge clk or negedge rst_n)begin
	if(~rst_n)begin
		valid3 <= 0;
		ar <= 0;
		br <= 0;
		cr <= 0;
		dr <= 0;
		m1r <= 0;
		out1 <= 0;
	end
	else begin
		out1 <= m1[15:0];
		valid3 <= valid2;
		ar <= a;
		br <= b;
		cr <= c;
		dr <= d;
		m1r <= m1[31:16];
	end
end
always_comb begin
	m2 = m1r + (cr*br);
end
always_ff @ (posedge clk or negedge rst_n)begin
	if (~rst_n)begin
		valid4 <= 0;
		arr <= 0;
		brr <= 0;
		crr <= 0;
		drr <= 0;
		m2r <= 0;
		out1r <= 0;
	end
	else begin
		arr <= ar;
		brr <= br;
		crr <= cr;
		drr <= dr;
		m2r <= m2;
		out1r <= out1;
		valid4 <= valid3;
	end
end
always_comb begin
	m3 = m2r + (arr*drr);
end
always_ff @ (posedge clk or negedge rst_n)begin
	if (~rst_n)begin
		valid5 <= 0;
		arrr <= 0;
		brrr <= 0;
		crrr <= 0;
		drrr <= 0;
		m3r <= 0;
		out2 <= 0;
		out1rr <= 0;
	end
	else begin
		arrr <= arr;
		brrr <= brr;
		crrr <= crr;
		drrr <= drr;
		m3r <= m3[32:16];
		out1rr <= out1r;
		out2 <= m3[15:0];
		valid5 <= valid4;
	end
end
always_comb begin
	m4 = (arrr * crrr) + m3r;
end
always_ff @ (posedge clk or negedge rst_n) begin
	if(~rst_n)begin
		out_valid <= 0;
		out <= 0;
	end
	else begin
		out_valid <= valid5;
		out <= {m4,out2,out1rr};
	end
end
endmodule
```
**flow/run.sh**
```bash
#!/bin/bash
# OpenROAD 26Q1-2900-gdf79404cd8, Yosys 0.63+post, stock flow scripts
make -C /OpenROAD-flow-scripts/flow DESIGN_CONFIG=/design/flow/config.mk WORK_HOME=/design/flow/orfs finish
```
**flow/config.mk**
```make
export PLATFORM = sky130hd
export DESIGN_NAME = adv_pipe
export DESIGN_NICKNAME = adv_pipe
export VERILOG_FILES = /design/flow/design.v
export SDC_FILE = /design/flow/constraint.sdc
export NUM_CORES = 4
export LEC_CHECK = 1
export CORE_UTILIZATION = 40
```
**flow/constraint.sdc**
```tcl
current_design adv_pipe

set clk_period 18.6
set clk_io_pct 0.2

create_clock -name clk0 -period $clk_period [get_ports {clk}]

set non_clock_inputs [all_inputs -no_clocks]
set_input_delay [expr $clk_period * $clk_io_pct] -clock clk0 $non_clock_inputs
set_output_delay [expr $clk_period * $clk_io_pct] -clock clk0 [all_outputs]
```
==> GITHUB_STEP_SUMMARY <==
## Implementation flow summary

| Metric | Value |
|---|---|
| Clock transition at path regs | 0.07 ns |
| Initial drt markers | 1317 |
| Worst setup SP type | flop |
| Crit path from | arr[13] |
| Sequential-to-total area share from yosys stat | between 20% and 30% |
| Slew Limit Headroom | 44.0% |
| Synth top cell by count | inv_1 |
| Hold Path Class | flop to flop |
| Rows | approximately 130 |
| TritonRoute pass-1 iters | 23 |
| Late-Pin Clk Latency | ~0.7 ns |
| Tcrit/Tclk final | 36.3% |
| Worst Skew | 0.0681 ns |
| Final wirelength | 103000 um |
| Htree depth | 2 |
| Yosys simple share | 12.8% |
| Largest net degree at the start of global routing | 60 |
| Slew Limit Fails | 0 |
| Met2 wire length | between 40000 and 50000 um |
| Initial antenna violation count | 0 |
| WL met3 | 10800 um |
| Die Ht | 356 um |
| Setup violators final | 0 |
| Pre-CTS WS | 11.81 ns |
| Die Span X | 356 um |
| Run status | finished, final reports clean |
| EDFF count, synth | 0 |
| Syn. warnings | 1 |
| CTS Root Cell | clkbuf_16 |
| DR vias/cell | 4.70 |
| Layout cells sized above 1 | under 10% |
| Top cell area share | 33.6% |
| CTS Hold Bufs | 0 |
| Asr flop ratio synth | 100% |
| Most instantiated cells after synthesis | inv_1, fa_1, nand2_1 |
| Total track usage | 18.5% |
| CTS Buf Count | between 50 and 60 |
| Crit path time final | 6.76 ns |
| CP Capture Type | flop |
| Worst-Margin Slew | approximately 0.84 ns |
| DR WL/cell | 15.4 um |
| Achievable clock frequency | 0.148 GHz |
| M1 WL | 45200 um |
| Ys cells | 4930 |
| Num ports | 162 |
| Post-CTS setup buffer count | 0 |
| Largest cells by area | fa_1, dfrtp_1, ha_1 |
| Fin worst setup slack | 11.84 ns |
| Clock sink count | ~500 |
| Core area | 124000 sq um |
| Mapped Area | between 50000 and 60000 sq um |
| Max cap viols | 0 |
| Post-synth cell types | 61 |
| ANT cells | 0 |
| Synth flops | 501 |
| Critical path class | flop to flop |
| Ao+oa area frac | between 5 and 6% |
| Area delta synth->final | 10.6% |
| Cell taking the most area after synthesis | fa_1 |
| WP data required | 19.22 ns |
| Gates resized, CTS repair | 0 |
| YS chip area | ~50000 sq um |
| Tool warnings | 27 |
| Antenna Violating Nets Remaining | 0 |
| Final hold viol count | 0 |
| Crit-path max FO | 17 |
| Aggregate global routing overflow | 0 |
| RSZ-0062 raised after global routing | false |
| Sum of negative setup slack | 0 ns |
| RR Startpoint | arr[13] |
| Hold Path Origin | crr[11] |
| Chip area | 127000 sq um |
| Post-Synth XOR/XNOR Area | 2.36% |
| CTS Buffer Depth | 3 |
| First-pass GRT wire length | 177000 um |
| MUX share of area | less than 1% |
| Top FF cell, synth | dfrtp_1 |
| HPWL after detailed placement | 81400 um |
| Fp util | 40.4% |
| Syn_area_per_cell | around 10 sq um |
| DR vias | 31600 |
| DRC viols | 0 |
| Port Buffers | ~160 |
| Adder-cell share of the synthesized area | around 45% |
| Top comb family, area | adder cells |
| Number of global-route vias before repair | 34500 |
| CTS tree | built |
| Critical Path AT | between 7 and 8 ns |
| Routability cong. | slightly below 0.9 |
| Cells after synthesis | roughly 4900 |
| Filler cells | 11500 |
| Highest metal layer with signal wires | met5 |
[layer usage]
layer	global-route usage [%]	vias to the layer above
li1	-	14900
met1	27.2	15500
met5	0.296	-
met2	27.1	965
met4	2.91	2
met3	8.15	117
[sequential cells by signal, summed over array words and instances (netlist names), 17 cells and up]
signal	count
out	64
in2r	31
m2r	32
in1r	31
m3r	17
in3r	32
[metrics by stage]
step | instances | instance area [sq um] | util, % | hold slack (ns)
3_3_place_gp | 6604 | 53500 | 43.1 | 0.331
3_5_place_dp | 6604 | 53500 | 43.1 | 0.335
5_1_grt | 6712 | 55500 | 44.7 | 0.348
6_report | 6712 | 55500 | 44.7 | 0.328
2_1_floorplan | 4930 | 50200 | - | 0.331
4_1_cts | 6712 | 55500 | 44.7 | 0.316
[placed cells by master, fill, tap and decap left out, drive strengths merged, types with 17 or more instances in the layout]
cell | netlist | layout
o21ai | 67 | 67
o21a | 22 | 22
nor2 | 87 | 87
fa | 842 | 842
a21oi | 130 | 130
xor2 | 38 | 38
clkdlybuf4s50 | 0 | 160
nor2b | 17 | 17
inv | 1130 | 1140
clkbuf | 155 | 76
dfrtp | 501 | 501
ha | 451 | 451
buf | 1 | 33
nand3 | 32 | 32
nand4 | 19 | 19
and2 | 503 | 503
xnor2 | 97 | 97
nand2 | 588 | 588
a21o | 88 | 88
[cell type report]
cell class	instances	area, sq um	share of cell area (%)
Clock buffer	76	1620	2.92
Multi-Input combinational cell	3143	32800	59.1
Timing Repair Buffer	193	1860	3.34
Clock inverter	32	394	0.710
Tap cell	1637	2050	3.69
Inverter	1130	4240	7.64
Sequential cell	501	12500	22.6
[worst max-delay path, stage by stage (launching register included)]
cell and delay (ns):
dfrtp_1 0.83, nand2_1 0.17, fa_1 0.54, fa_1 0.47, fa_1 0.56, inv_1 0.08
fa_1 0.49, fa_1 0.49, inv_1 0.05, fa_1 0.47, inv_1 0.04, ha_1 0.33
a21o_1 0.19, a21oi_1 0.14, nor2b_1 0.08, o41ai_1 0.59, o22ai_1 0.22, nor4_1 0.30
o21bai_1 0.19, a221oi_2 0.29, xnor2_1 0.14
[final timing paths]
path	end	cells past startpoint	slack, ns
max	m3r[16]	20	11.84
min	crrr[11]	0	0.33
max reg2reg	m3r[16]	20	11.84
min reg2reg	crrr[11]	0	0.33
max in group asynchronous	in1r[26]	5	12.71
min in group asynchronous	out[38]	1	2.94
[logic make-up (layout without fill, tap and decap cells)]
| logic type | count (synthesis) | after routing |
|---|---|---|
| simple gates | 1301 | 1301 |
| buf+inv | 1286 | 1431 |
| xor+xnor | 135 | 135 |
| compound gates | 412 | 412 |
| flops | 501 | 501 |
| fa+ha+maj | 1293 | 1293 |
| mux | 2 | 2 |
