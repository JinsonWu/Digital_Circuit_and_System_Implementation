<file path="./config.mk">
export PLATFORM = sky130hd
export DESIGN_NAME = mips_pipe
export DESIGN_NICKNAME = mips_pipe
export VERILOG_FILES = /design/flow/design.v
export SDC_FILE = /design/flow/constraint.sdc
export NUM_CORES = 4
export LEC_CHECK = 1
export CORE_UTILIZATION = 50
</file>
<file path="./constraint.sdc">
current_design mips_pipe

set clk_period 15.0
set clk_io_pct 0.2

create_clock -name clk0 -period $clk_period [get_ports {clk}]

set non_clock_inputs [all_inputs -no_clocks]
set_input_delay [expr $clk_period * $clk_io_pct] -clock clk0 $non_clock_inputs
set_output_delay [expr $clk_period * $clk_io_pct] -clock clk0 [all_outputs]
</file>
<file path="./design.v">
module mips_pipe(
  clk,
  rst_n,
  in_valid,
  instruction,
  output_reg,
  out_valid,
  intruction_fail,
  out_1,
  out_2,
  out_3
);
input clk,rst_n,in_valid;
input [31:0]instruction; 
input [14:0]output_reg; 
logic [31:0] instruction_f,instruction_ff;
logic fail_1,fail_2,fail_3,out_valid1,out_valid2,out_valid3;
logic [14:0] reg1,reg2,reg3;
logic [4:0] rs,rt;
logic [31:0] rs_ad,rt_ad,rt_op,rs_op,a1,a2,a3,a4,a5,a6,out_1c,out_2c,out_3c,op;
logic fail_11,fail_22,fail_33;
output logic out_valid,intruction_fail;
output logic [31:0] out_1,out_2,out_3;
always @(posedge clk or negedge rst_n)begin
  if(~rst_n)begin
    instruction_f <= 0;
    fail_1 <= 0;
    out_valid1 <= 0;
    reg1<= 0;
  end
  else begin
    instruction_f <= instruction;
    fail_1 <= 0;
    out_valid1 <= in_valid;
    reg1 <= output_reg;
  end
end
always@(*) begin
  rs = instruction_f [25:21];
  rt = instruction_f [20:16];
  fail_11 = fail_1; 
  case (rs)
    5'b10001:rs_ad=a1;
    5'b10010:rs_ad=a2;
    5'b01000:rs_ad=a3;
    5'b10111:rs_ad=a4;
    5'b11111:rs_ad=a5;
    5'b10000:rs_ad=a6;
      default:begin
      rs_ad = 0;  
      fail_11 = 1;
      end
  endcase
  case (rt)
    5'b10001:rt_ad=a1;
    5'b10010:rt_ad=a2;
    5'b01000:rt_ad=a3;
    5'b10111:rt_ad=a4;
    5'b11111:rt_ad=a5;
    5'b10000:rt_ad=a6;
      default:begin
      rt_ad = 0;
      fail_11 = 1;
      end
  endcase
end
always @(posedge clk or negedge rst_n)begin
  if(~rst_n)begin
    reg2 <= 0;
    out_valid2 <= 0;
    fail_2 <= 0;
    rs_op <= 0;
    rt_op <= 0;
    instruction_ff <= 0;
  end
  else begin
    reg2 <= reg1;
    out_valid2 <= out_valid1;
    fail_2 <= fail_11;
    rs_op <= rs_ad;
    rt_op <= rt_ad;
    instruction_ff <= instruction_f;
  end
end
always@(*) begin
  if (~fail_2)begin
    fail_22 = fail_2;
    if (instruction_ff[31:26]==6'b000000)begin
      case(instruction_ff[5:0])
        6'b100000:op=rs_op + rt_op;
        6'b100100:op=rs_op & rt_op;
        6'b100101:op=rs_op | rt_op;
        6'b100111:op=~(rs_op|rt_op);
        6'b000000:op=rt_op << instruction_ff[10:6];
        6'b000010:op=rt_op >> instruction_ff[10:6];
          default:begin
            op=0;
            fail_22=1;
          end
      endcase
    end
    else if (instruction_ff[31:26]==6'b001000) op = rs_op + instruction_ff[15:0];
    else begin
      op = 0;
      fail_22 = 1;
    end
  end
  else begin
    op = 0;
    fail_22 = 1;
  end  
end
always @(posedge clk or negedge rst_n)begin
  if (~rst_n)begin
    reg3 <= 0;
    out_valid3 <= 0;
    fail_3 <= 0;
    a1 <= 0;
    a2 <= 0;
    a3 <= 0;
    a4 <= 0;
    a5 <= 0;
    a6 <= 0;
  end
  else begin
    reg3 <= reg2;
    out_valid3 <= out_valid2;
    if (~fail_22)begin
      fail_3 <= fail_22;
      if (instruction_ff [31:26] == 6'b000000)begin
        case(instruction_ff[15:11])
          5'b10001:a1<=op;
          5'b10010:a2<=op;
          5'b01000:a3<=op;
          5'b10111:a4<=op;
          5'b11111:a5<=op;
          5'b10000:a6<=op;
            default:begin
              a1 <= a1;
              a2 <= a2;
              a3 <= a3;
              a4 <= a4;
              a5 <= a5;
              a6 <= a6;
              fail_3 <= 1;
            end
        endcase
      end
       else begin
         case(instruction_ff[20:16])
          5'b10001:a1<=op;
          5'b10010:a2<=op;
          5'b01000:a3<=op;
          5'b10111:a4<=op;
          5'b11111:a5<=op;
          5'b10000:a6<=op;
            default:begin
              a1 <= a1;
              a2 <= a2;
              a3 <= a3;
              a4 <= a4;
              a5 <= a5;
              a6 <= a6;
              fail_3 <= 1;
            end
        endcase
       end 
    end  
    else begin
      fail_3 <= 1;
    end
  end
end
always @ (*) begin
  fail_33 = fail_3;
  case (reg3[14:10])
    5'b10001:out_3c=a1;
    5'b10010:out_3c=a2;
    5'b01000:out_3c=a3;
    5'b10111:out_3c=a4;
    5'b11111:out_3c=a5;
    5'b10000:out_3c=a6;
      default:begin
        out_3c = 0;
        fail_33 = 1;
      end
  endcase
  case (reg3[9:5])
    5'b10001:out_2c=a1;
    5'b10010:out_2c=a2;
    5'b01000:out_2c=a3;
    5'b10111:out_2c=a4;
    5'b11111:out_2c=a5;
    5'b10000:out_2c=a6;
      default:begin
        out_2c = 0;
        fail_33 = 1;
      end
  endcase
  case (reg3[4:0])
    5'b10001:out_1c=a1;
    5'b10010:out_1c=a2;
    5'b01000:out_1c=a3;
    5'b10111:out_1c=a4;
    5'b11111:out_1c=a5;
    5'b10000:out_1c=a6;
      default:begin
        out_1c = 0;
        fail_33 = 1;
      end
  endcase
end
always @(posedge clk or negedge rst_n)begin
  if (~rst_n)begin
    out_valid <= 0;
    intruction_fail <= 0;
    out_1 <= 0;
    out_2 <= 0;
    out_3 <= 0;
  end
  else if (fail_33)begin
    out_valid <= out_valid3;
    intruction_fail <= 1;
    out_1 <= 0;
    out_2 <= 0;
    out_3 <= 0;
  end
  else begin
    out_valid <= out_valid3;
    intruction_fail <= 0;
    out_1 <= out_1c;
    out_2 <= out_2c;
    out_3 <= out_3c;
  end
end
endmodule
</file>
<file path="./run.sh">
#!/bin/bash
# OpenROAD 26Q1-2900-gdf79404cd8, Yosys 0.63+post, stock flow scripts
make -C /OpenROAD-flow-scripts/flow DESIGN_CONFIG=/design/flow/config.mk WORK_HOME=/design/flow/orfs finish
</file>
==> impl_metrics.py <==
# Generated from Yosys and OpenROAD reports
metrics = {
    "power": {
        "report.power.total_mw": 2.76,
        "clkPwrFrac_pct": 47.0,
        "vdd_drop_max_v": 0.0000977,
        "p_int_mw": 2.09,
        "p_switching_mw": 0.666,
        "leakagePower_nw": 12.9,
        "p_per_area_nw_per_um2": 84.6,
        "comb_power_share_pct": 6.4,
        "seq_power_share_pct": 46.6,
        "switching_share_pct": 24.2,
    },
    "yosys": {
        "post-synth-top-area-cell": "dfrtp_1",
        "ys_seq_share_pct": 40.5,
        "yosys_area_sq_um": 28600,
        "postSynthRegisterBits": 463,
        "synth.distinct_cells": 93,
        "synth-edff-count": 0,
        "flop_cell": "dfrtp_1",
        "synth_top_area_share_pct": 40.5,
        "syn_inst": 2892,
        "yosys_warnings": 1,
        "area_leaders": "dfrtp_1 (40%), a22oi_1 (6.0%), mux2i_1 (5.7%), mux2_2 (3.9%), ha_1 (3.5%)",
        "ys_cells": 2892,
        "async_flop_share_pct": 100,
        "avgSynthCellArea_sq_um": 9.90,
        "syn_area_sq_um": 28600,
    },
    "global_routing": {
        "track_usage_pct": 43.4,
        "grt_pass1_vias": 25987,
        "grt_overflow": 0,
        "grt_max_degree": 93,
        "antenna_found_initial": 6,
        "grt_first_pass_wirelength_um": 175000,
    },
    "final_layout": {
        "stdcell_area_sq_um": 32600,
        "drive_gt1_share_pct": 12.3,
        "area_growth_pct": 13.7,
        "layout_top_cell": "dfrtp_1",
        "layout_top_cells": "dfrtp_1 (456), a22oi_1 (229), nand2_1 (225)",
    },
    "drt": {
        "dr_total_vias": 27026,
        "drtIter0Drc": 3598,
        "antennaDiodeCount": 0,
        "dr.pass1.iters": 14,
        "ant_nets": 0,
        "viasPerCell": 7.21,
        "drc_errors": 0,
        "wl_per_cell_um": 32.1,
        "totalWireLength_um": 120000,
    },
    "worst_setup_path": {
        "ff2ff_path_depth": 10,
        "arrival_ns": 5.62,
        "reg2reg_slack_ns": 10.60,
        "crit_fanout": 92,
        "r2r_end": "a5[31]$_DFFE_PN0P_",
        "critical_path_class": "input pin to asynchronous set/reset pin",
        "required_ns": 15.64,
        "cp-start-kind": "input pin",
        "end_kind": "asynchronous set/reset pin",
        "r2r-start": "rt_op[4]$_DFF_PN0_",
    },
    "timing": {
        "fin_hold_ws_ns": 0.344,
        "worstMarginPinSlew_ns": 0.924,
        "hold_viol": 0,
        "slew-limit-headroom_pct": 38.0,
        "period_used_pct": 33.2,
        "rsz0062_at_grt": "no",
        "finalSetupViolations": 0,
        "slew_violations": 0,
        "tns_ns": 0,
        "finalCriticalPeriod_ns": 4.98,
        "finalClockSkew_ns": 0.0717,
        "fmax_ghz": 0.201,
    },
    "run": {
        "warnings": 57,
        "drv_cap": 0,
    },
    "cts": {
        "ctsResizeCount": 0,
        "clk_latency_ns": 0.64,
        "post_cts_buffers": 0,
        "cts_tree": "done",
        "cts_buffer_depth": 3,
        "ctsHoldBuffers": 0,
        "clock-sinks": 463,
        "clk_pin_slew_worst_paths_ns": 0.06,
        "htreeDepth": 2,
        "cts_made_buffers": 50,
        "cts-root-buf": "clkbuf_16",
    },
    "floorplan": {
        "io-pin-count": 148,
        "die_area_sq_um": 58200,
        "die_h_um": 241,
        "coreArea_sq_um": 56500,
        "fp-utilization_pct": 50.7,
        "rows": 87,
        "die_x_um": 241,
    },
    "outcome": {
        "status": "finished, final reports clean",
    },
    "worst_hold_path": {
        "worstHoldStart": "instruction_f[29]$_DFF_PN0_",
        "hold_end": "instruction_ff[29]$_DFF_PN0_",
        "hold_class": "register to register",
        "hold_depth": 0,
    },
    "placed_design": {
        "dpl.hpwl_um": 78400,
        "gp_congestion": 1.08,
        "placed_area_sq_um": 30800,
        "portBuffers": 147,
    },
}
==> power by group through the flow <==
stage	sequential [mW]	combinational [mW]	clock (mW)
finish	1.28	0.177	1.29
global route	1.28	0.185	1.36
CTS	1.28	0.172	1.32
==> flip-flops by register name (all words and copies together), names as in the netlist <==
| register | cells |
|---|---|
| a1 | 32 |
| a2 | 32 |
| a3 | 32 |
| a4 | 32 |
| a5 | 32 |
| a6 | 32 |
| fail_2 | 1 |
| fail_3 | 1 |
| instruction_f | 32 |
| instruction_ff | 27 |
| intruction_fail | 1 |
| out_1 | 32 |
| out_2 | 32 |
| out_3 | 32 |
| out_valid | 1 |
| out_valid1 | 1 |
| out_valid2 | 1 |
| out_valid3 | 1 |
| reg1 | 15 |
| reg2 | 15 |
| reg3 | 15 |
| rs_op | 32 |
| rt_op | 32 |
==> metrics by stage <==
| stage | std cells | setup slack, ns | utilization, % |
|---|---|---|---|
| finish | 3748 | 10.02 | 57.6 |
| global route | 3748 | 9.57 | 57.6 |
| CTS | 3748 | 9.91 | 57.6 |
| detailed placement | 3654 | 9.27 | 54.5 |
| global placement | 3654 | 9.36 | 54.5 |
| floorplan | 2892 | 11.69 | - |
==> how the worst max path moves through the flow <==
stage / start / to / slack (ns) / depth (start not counted)
4_1_cts: rst_n / instruction_ff[7]$_DFF_PN0_ / 9.91 / 4
6_report: rst_n / instruction_ff[6]$_DFF_PN0_ / 10.02 / 4
5_1_grt: rst_n / instruction_ff[7]$_DFF_PN0_ / 9.57 / 4
==> area by class of cell <==
| cell class | count | area (sq um) |
|---|---|---|
| Multi-Input combinational cell | 2115 | 15800 |
| Sequential cell | 463 | 11600 |
| Clock inverter | 21 | 305 |
| Fill cell | 4606 | 23900 |
| Timing Repair Buffer | 231 | 2110 |
| Inverter | 89 | 334 |
| Clock buffer | 73 | 1470 |
| Tap cell | 756 | 946 |
==> metal layers <==
| layer | GRT usage (%) | vias up | wire, um |
|---|---|---|---|
| li1 | - | 11241 | - |
| met1 | 59.2 | 13086 | 44500 |
| met2 | 59.9 | 2117 | 50100 |
| met3 | 18.5 | 567 | 17000 |
| met4 | 22.8 | 15 | 8350 |
| met5 | 3.79 | - | 236 |
==> logic make-up after synthesis <==
group / synth area share [%]
AND-OR/OR-AND: 24.7
flip-flops: 40.5
adder cells (fa/ha/maj): 3.64
AND/OR/NAND/NOR: 10.4
XOR/XNOR: 2.05
buffers and inverters: 4.72
multiplexers: 14.0
==> critical path, stage by stage <==
cell	delay, ns
buf_8	0.46
buf_4	0.66
buf_4	0.72
buf_4	0.59
==> synthesized netlist by cell type (17+ instances only) <==
library cell    n
nand4_1        17
nor2_1        163
xor2_1         18
mux4_2         38
a222oi_1       61
a31oi_1        71
nor3_1         42
a221o_1        43
nand2_1       226
ha_1           80
mux2_2         98
a22oi_1       229
o211ai_1       26
o21ai_0       159
nand3_1        62
a211oi_1       18
o21ai_1        32
mux2i_1       163
a221oi_1       23
clkbuf_1      155
a21oi_1       186
o22ai_1        24
xnor2_1        49
and3_1         20
buf_2          37
dfrtp_1       463
inv_1          84
Power and IR drop assume default switching activity.
